==> design/flow/design.v <==
`timescale 1ns / 1ps
module screensaver(input clk12p5mhz_clk, clk_1hz, input [7:0] coordinate_x, input [6:0] coordinate_y, input [5:0] volume_level,input menu_switch, input SW_2, output reg [15:0] volume_color = 0);
reg [6:0] lower_one [95:0];
reg [6:0] upper_one [95:0];
reg [6:0] lower_two [95:0];
reg [6:0] upper_two [95:0];
reg startup = 1;
reg colour_count = 0; 
reg [15:0] colour_section_one = 16'b11111_000000_00000; 
reg [15:0] colour_section_two = 16'b00000_111111_00000;
reg [15:0] colour_section_three = 16'b00000_000000_11111;
always @ (posedge clk12p5mhz_clk)
begin
    if (startup == 1 )   
    begin
 lower_one[0] <= 0;
    lower_one[1] <= 0;
    lower_one[2] <= 0;
    lower_one[3] <= 0;
    lower_one[4] <= 0;
    lower_one[5] <= 0;
    lower_one[6] <= 0;
    lower_one[7] <= 0;
    lower_one[8] <= 0;
    lower_one[9] <= 0;
    lower_one[10] <= 0;
    lower_one[11] <= 0;
    lower_one[12] <= 0;
    lower_one[13] <= 0;
    lower_one[14] <= 0;
    lower_one[15] <= 0;
    lower_one[16] <= 0;
    lower_one[17] <= 0;
    lower_one[18] <= 0;
    lower_one[19] <= 0;
    lower_one[20] <= 37;
    lower_one[21] <= 37;
    lower_one[22] <= 37;
    lower_one[23] <= 0;
    lower_one[24] <= 43;
    lower_one[25] <= 0;
    lower_one[26] <= 37;
    lower_one[27] <= 37;
    lower_one[28] <= 37;
    lower_one[29] <= 0;
    lower_one[30] <= 43;
    lower_one[31] <= 0;
    lower_one[32] <= 0;
    lower_one[33] <= 0;
    lower_one[34] <= 0;
    lower_one[48] <= 0;
    lower_one[49] <= 0;
    lower_one[50] <= 0;
    lower_one[51] <= 0;
    lower_one[52] <= 0;
    lower_one[53] <= 0;
    lower_one[54] <= 0;
    lower_one[55] <= 0;
    lower_one[56] <= 0;
    lower_one[57] <= 0;
    lower_one[58] <= 0;
    lower_one[59] <= 0;
    lower_one[60] <= 0;
    lower_one[35] <= 24;
    lower_one[36] <= 24;
    lower_one[37] <= 24;
    lower_one[38] <= 24;
    lower_one[39] <= 24;
    lower_one[40] <= 23;
    lower_one[41] <= 23;
    lower_one[42] <= 23;
    lower_one[43] <= 23;
    lower_one[44] <= 22;
    lower_one[45] <= 22;
    lower_one[46] <= 22;
    lower_one[47] <= 22;
    lower_one[61] <= 0;
    lower_one[62] <= 0;
    lower_one[63] <= 0;
    lower_one[64] <= 0;
    lower_one[65] <= 0;
    lower_one[66] <= 0;
    lower_one[67] <= 0;
    lower_one[68] <= 0;
    lower_one[69] <= 0;
    lower_one[70] <= 37;
    lower_one[71] <= 38;
    lower_one[72] <= 39;
    lower_one[73] <= 0;
    lower_one[74] <= 41;
    lower_one[75] <= 43;
    lower_one[76] <= 43;
    lower_one[77] <= 41;
    lower_one[78] <= 0;
    lower_one[79] <= 39;
    lower_one[80] <= 38;
    lower_one[81] <= 37;
    lower_one[82] <= 0;
    lower_one[83] <= 0;
    lower_one[84] <= 0;
    lower_one[85] <= 0;
    lower_one[86] <= 0;
    lower_one[87] <= 0;
    lower_one[88] <= 0;
    lower_one[89] <= 0;
    lower_one[90] <= 0;
    lower_one[91] <= 0;
    lower_one[92] <= 0;
    lower_one[93] <= 0;
    lower_one[94] <= 0;
    lower_one[95] <= 0;
    upper_one[0] <= 0;
    upper_one[1] <= 0;
    upper_one[2] <= 0;
    upper_one[3] <= 0;
    upper_one[4] <= 0;
    upper_one[5] <= 0;
    upper_one[6] <= 0;
    upper_one[7] <= 0;
    upper_one[8] <= 0;
    upper_one[9] <= 0;
    upper_one[10] <= 0;
    upper_one[11] <= 0;
    upper_one[12] <= 0;
    upper_one[13] <= 0;
    upper_one[14] <= 0;
    upper_one[15] <= 0;
    upper_one[16] <= 0;
    upper_one[17] <= 0;
    upper_one[18] <= 0;
    upper_one[19] <= 0;
    upper_one[20] <= 37;
    upper_one[21] <= 37;
    upper_one[22] <= 43;
    upper_one[23] <= 0;
    upper_one[24] <= 43;
    upper_one[25] <= 0;
    upper_one[26] <= 43;
    upper_one[27] <= 37;
    upper_one[28] <= 37;
    upper_one[29] <= 0;
    upper_one[30] <= 43;
    upper_one[31] <= 0;
    upper_one[32] <= 0;
    upper_one[33] <= 0;
    upper_one[34] <= 0;
    upper_one[48] <= 0;
    upper_one[49] <= 0;
    upper_one[50] <= 0;
    upper_one[51] <= 0;
    upper_one[52] <= 0;
    upper_one[53] <= 0;
    upper_one[54] <= 0;
    upper_one[55] <= 0;
    upper_one[56] <= 0;
    upper_one[57] <= 0;
    upper_one[58] <= 0;
    upper_one[59] <= 0;
    upper_one[60] <= 0;
    upper_one[35] <= 26;
    upper_one[36] <= 26;
    upper_one[37] <= 26;
    upper_one[38] <= 26;
    upper_one[39] <= 26;
    upper_one[40] <= 25;
    upper_one[41] <= 25;
    upper_one[42] <= 25;
    upper_one[43] <= 25;
    upper_one[44] <= 24;
    upper_one[45] <= 24;
    upper_one[46] <= 24;
    upper_one[47] <= 56;
    upper_one[61] <= 0;
    upper_one[62] <= 0;
    upper_one[63] <= 0;
    upper_one[64] <= 0;
    upper_one[65] <= 0;
    upper_one[66] <= 0;
    upper_one[67] <= 0;
    upper_one[68] <= 0;
    upper_one[69] <= 0;
    upper_one[70] <= 37;
    upper_one[71] <= 38;
    upper_one[72] <= 39;
    upper_one[73] <= 0;
    upper_one[74] <= 42;
    upper_one[75] <= 43;
    upper_one[76] <= 43;
    upper_one[77] <= 42;
    upper_one[78] <= 0;
    upper_one[79] <= 39;
    upper_one[80] <= 38;
    upper_one[81] <= 37;
    upper_one[82] <= 0;
    upper_one[83] <= 0;
    upper_one[84] <= 0;
    upper_one[85] <= 0;
    upper_one[86] <= 0;
    upper_one[87] <= 0;
    upper_one[88] <= 0;
    upper_one[89] <= 0;
    upper_one[90] <= 0;
    upper_one[91] <= 0;
    upper_one[92] <= 0;
    upper_one[93] <= 0;
    upper_one[94] <= 0;
    upper_one[95] <= 0;
    lower_two[0] <= 0;
    lower_two[1] <= 0;
    lower_two[2] <= 0;
    lower_two[3] <= 0;
    lower_two[4] <= 0;
    lower_two[5] <= 0;
    lower_two[6] <= 0;
    lower_two[7] <= 0;
    lower_two[8] <= 0;
    lower_two[9] <= 0;
    lower_two[10] <= 0;
    lower_two[11] <= 0;
    lower_two[12] <= 0;
    lower_two[13] <= 0;
    lower_two[14] <= 0;
    lower_two[15] <= 0;
    lower_two[16] <= 0;
    lower_two[17] <= 0;
    lower_two[18] <= 0;
    lower_two[19] <= 0;
    lower_two[20] <= 42;
    lower_two[21] <= 43;
    lower_two[22] <= 37;
    lower_two[23] <= 0;
    lower_two[24] <= 0;
    lower_two[25] <= 0;
    lower_two[26] <= 37;
    lower_two[27] <= 43;
    lower_two[28] <= 43;
    lower_two[29] <= 0;
    lower_two[30] <= 0;
    lower_two[31] <= 0;
    lower_two[32] <= 0;
    lower_two[33] <= 0;
    lower_two[34] <= 0;
    lower_two[48] <= 0;
    lower_two[49] <= 0;
    lower_two[50] <= 0;
    lower_two[51] <= 0;
    lower_two[52] <= 0;
    lower_two[53] <= 0;
    lower_two[54] <= 0;
    lower_two[55] <= 0;
    lower_two[56] <= 0;
    lower_two[57] <= 0;
    lower_two[58] <= 0;
    lower_two[59] <= 0;
    lower_two[60] <= 0;
    lower_two[35] <= 0;
    lower_two[36] <= 0;
    lower_two[37] <= 0;
    lower_two[38] <= 51;
    lower_two[39] <= 50;
    lower_two[40] <= 49;
    lower_two[41] <= 48;
    lower_two[42] <= 48;
    lower_two[43] <= 48;
    lower_two[44] <= 48;
    lower_two[45] <= 48;
    lower_two[46] <= 49;
    lower_two[47] <= 0;
    lower_two[61] <= 0;
    lower_two[62] <= 0;
    lower_two[63] <= 0;
    lower_two[64] <= 0;
    lower_two[65] <= 0;
    lower_two[66] <= 0;
    lower_two[67] <= 0;
    lower_two[68] <= 0;
    lower_two[69] <= 0;
    lower_two[70] <= 41;
    lower_two[71] <= 40;
    lower_two[72] <= 0;
    lower_two[73] <= 0;
    lower_two[74] <= 0;
    lower_two[75] <= 0;
    lower_two[76] <= 0;
    lower_two[77] <= 0;
    lower_two[78] <= 0;
    lower_two[79] <= 0;
    lower_two[80] <= 40;
    lower_two[81] <= 41;
    lower_two[82] <= 0;
    lower_two[83] <= 0;
    lower_two[84] <= 0;
    lower_two[85] <= 0;
    lower_two[86] <= 0;
    lower_two[87] <= 0;
    lower_two[88] <= 0;
    lower_two[89] <= 0;
    lower_two[90] <= 0;
    lower_two[91] <= 0;
    lower_two[92] <= 0;
    lower_two[93] <= 0;
    lower_two[94] <= 0;
    lower_two[95] <= 0;
    upper_two[0] <= 0;
    upper_two[1] <= 0;
    upper_two[2] <= 0;
    upper_two[3] <= 0;
    upper_two[4] <= 0;
    upper_two[5] <= 0;
    upper_two[6] <= 0;
    upper_two[7] <= 0;
    upper_two[8] <= 0;
    upper_two[9] <= 0;
    upper_two[10] <= 0;
    upper_two[11] <= 0;
    upper_two[12] <= 0;
    upper_two[13] <= 0;
    upper_two[14] <= 0;
    upper_two[15] <= 0;
    upper_two[16] <= 0;
    upper_two[17] <= 0;
    upper_two[18] <= 0;
    upper_two[19] <= 0;
    upper_two[20] <= 43;
    upper_two[21] <= 43;
    upper_two[22] <= 43;
    upper_two[23] <= 0;
    upper_two[24] <= 0;
    upper_two[25] <= 0;
    upper_two[26] <= 43;
    upper_two[27] <= 43;
    upper_two[28] <= 43;
    upper_two[29] <= 0;
    upper_two[30] <= 0;
    upper_two[31] <= 0;
    upper_two[32] <= 0;
    upper_two[33] <= 0;
    upper_two[34] <= 0;
    upper_two[48] <= 0;
    upper_two[49] <= 0;
    upper_two[50] <= 0;
    upper_two[51] <= 0;
    upper_two[52] <= 0;
    upper_two[53] <= 0;
    upper_two[54] <= 0;
    upper_two[55] <= 0;
    upper_two[56] <= 0;
    upper_two[57] <= 0;
    upper_two[58] <= 0;
    upper_two[59] <= 0;
    upper_two[60] <= 0;
    upper_two[35] <= 0;
    upper_two[36] <= 0;
    upper_two[37] <= 0;
    upper_two[38] <= 55;
    upper_two[39] <= 56;
    upper_two[40] <= 57;
    upper_two[41] <= 58;
    upper_two[42] <= 58;
    upper_two[43] <= 58;
    upper_two[44] <= 58;
    upper_two[45] <= 58;
    upper_two[46] <= 57;
    upper_two[47] <= 0;
    upper_two[61] <= 0;
    upper_two[62] <= 0;
    upper_two[63] <= 0;
    upper_two[64] <= 0;
    upper_two[65] <= 0;
    upper_two[66] <= 0;
    upper_two[67] <= 0;
    upper_two[68] <= 0;
    upper_two[69] <= 0;
    upper_two[70] <= 41;
    upper_two[71] <= 40;
    upper_two[72] <= 0;
    upper_two[73] <= 0;
    upper_two[74] <= 0;
    upper_two[75] <= 0;
    upper_two[76] <= 0;
    upper_two[77] <= 0;
    upper_two[78] <= 0;
    upper_two[79] <= 0;
    upper_two[80] <= 40;
    upper_two[81] <= 41;
    upper_two[82] <= 0;
    upper_two[83] <= 0;
    upper_two[84] <= 0;
    upper_two[85] <= 0;
    upper_two[86] <= 0;
    upper_two[87] <= 0;
    upper_two[88] <= 0;
    upper_two[89] <= 0;
    upper_two[90] <= 0;
    upper_two[91] <= 0;
    upper_two[92] <= 0;
    upper_two[93] <= 0;
    upper_two[94] <= 0;
    upper_two[95] <= 0;
        startup <= 0;
    end
    else  
        begin
        if (coordinate_y == 0 || coordinate_y == 1 || coordinate_y == 62 || coordinate_y == 63)
            volume_color <= 16'b00000_000000_00000;
        else if (  coordinate_x >= 0 && coordinate_x <= 30 &&  ( ((coordinate_y >= lower_one[coordinate_x] && coordinate_y <= upper_one[coordinate_x]) || (coordinate_y >= lower_two[coordinate_x] && coordinate_y<= upper_two[coordinate_x])))) 
            volume_color <= colour_section_one; 
        else if (  coordinate_x >= 31 && coordinate_x <= 65 &&  ( ((coordinate_y >= lower_one[coordinate_x] && coordinate_y <= upper_one[coordinate_x]) || (coordinate_y >= lower_two[coordinate_x] && coordinate_y<= upper_two[coordinate_x]))))
                volume_color <= colour_section_two; 
        else if (  coordinate_x >= 66 && coordinate_x <=94 &&  ( ((coordinate_y >= lower_one[coordinate_x] && coordinate_y <= upper_one[coordinate_x]) || (coordinate_y >= lower_two[coordinate_x] && coordinate_y<= upper_two[coordinate_x]))))
                    volume_color <= colour_section_three;                             
        else  
            volume_color <= 16'b00000_000000_00000;
    end
end
always @ (posedge clk_1hz)
begin
    colour_count <= colour_count +1;
    if (colour_count == 0)
    begin
        colour_section_one <= 16'b11111_000000_00000; 
        colour_section_two <= 16'b00000_111111_00000;
        colour_section_three <= 16'b00000_000000_11111;
    end
    if (colour_count == 1)
    begin
        colour_section_one <= 16'b11111_000000_11111; 
        colour_section_two <= 16'b00000_111111_11111;
        colour_section_three <= 16'b11111_111111_11111;
    end
end
endmodule
==> design/flow/run.sh <==
#!/bin/bash
# OpenROAD 26Q1-2900-gdf79404cd8, Yosys 0.63+post, stock flow scripts
make -C /OpenROAD-flow-scripts/flow DESIGN_CONFIG=/design/flow/config.mk WORK_HOME=/design/flow/orfs finish
==> design/flow/config.mk <==
export PLATFORM = sky130hd
export DESIGN_NAME = screensaver
export DESIGN_NICKNAME = screensaver
export VERILOG_FILES = /design/flow/design.v
export SDC_FILE = /design/flow/constraint.sdc
export NUM_CORES = 4
export LEC_CHECK = 1
export CORE_UTILIZATION = 30
==> design/flow/constraint.sdc <==
current_design screensaver

set clk_period 6.2
set clk_io_pct 0.2

create_clock -name clk0 -period $clk_period [get_ports {clk12p5mhz_clk}]
create_clock -name clk1 -period $clk_period [get_ports {clk_1hz}]

set non_clock_inputs [all_inputs -no_clocks]
set_input_delay [expr $clk_period * $clk_io_pct] -clock clk0 $non_clock_inputs
set_output_delay [expr $clk_period * $clk_io_pct] -clock clk0 [all_outputs]
==> CHANGELOG.md <==
### Metrics

* Final setup vio count at 0
* HPWL Detailed at around 3800 µm
* Port bufs at 31
* Setup TNS at 0 ps
* Chip Height at 82.8 µm
* Logic area at 0.00156 mm²
* Final hold vios at 0
* Tot GR Track Use at 15.6%
* Critical-path top delay cell: clkdlybuf4s50_1
* Initial DRC Count at 102
* Vias in the first global route at 1713
* Commonest flop: edfxtp_1
* Cell Area, Synth at 0.00196 mm²
* Post-Place Cells at 349
* Filler cells at about 660
* Synth flops at 6
* Core Box Area at between 0.006 and 0.007 mm²
* Setup Crit Path Kind: in2reg
* Util after Layout at 36.2%
* Slowest cell delay on critical path at 950 ps
* Crit path launch type: input port
* Total number of vias at 1949
* Vias per cell at ~5.5
* Die Width at roughly 83 µm
* Hold_buf cts at 0
* First-pass iteration count of the detailed router at 4
* Yosys chip area at just under 0.002 mm²
* Max-Cap Viols at 0
* Seq. cell area at 150 µm²
* Arr. time, crit path at 5020 ps
* Clock-pin transition on the worst setup and hold timing paths at 30 ps
* Share of flip-flops with an asynchronous set or reset at 0%
* ANT cells at 0
* Finished Layout Cells at 356
* Initial antenna violation count at 0
* Cell area leaders: ha_1 (15%), buf_4 (6.9%), edfxtp_1 (4.6%)
* Leakage at approximately 0.9 nW
* Mapped Cells at 265
* Routed len/inst at around 14 µm
* RSZ-0062 raised after global routing: no
* Place WS at a little over 900 ps
* Largest net degree at the start of global routing at 24
* Routability Congestion at 0.876
* Yosys cell types at 64
* Critical Path End Type: flip-flop
* Post-route ant nets at 0
* Power Density at 130 mW/mm²
* Synth Seq Share at 7.67%
* Worst EP required at 6150 ps
* Syn Area/Cell at 7.38 µm²
* Slew Viols, Final at 0
* Gr busiest metal: met1
* Met2 Use GR at 22.9%
* Top cell area share at 15.3%
* Syn. warnings at 5
* Crit path cell chain: clkdlybuf4s50_1, nand2b_1, nor2_1, a22o_1, a2111o_1, a31o_1, ha_1, nand2b_1, a211oi_1, nor3_1, a2111oi_0, o22a_1, nor3_1
* Area grow syn2layout at 16.7%
* Status: complete, no violations
* Post-CTS resize count at 0
* # Cells Yosys at about 270
* Die area at a little under 0.007 mm²
* GRT overflow at 0
* Met3 Resource Use GR at 1.45%
* Clock skew at 4.11 ps
* Slew headroom at between 40% and 50%
* Floorplan utilization at 31.0%
* Setup bufs post-CTS at 0
* M1 GR Usage at approximately 25%
* CP max FO at 22
* Peak supply drop at 0.0878 mV
* Ratio of cells with drive above 1 in the final layout at 8.24%
* Post-synth EDFFs at 3
* Top cell type by total area after synthesis: ha_1
* Clk sinks at 6
* CTS tree: built
* Routed wire length at roughly 4900 µm
* Pwr Total at 0.000296 W
* Io pins at about 41
* Row count at 29
* Worst slew pin tran at 767 ps
* First-pass GRT wire length at 8250 µm
* Remaining routing DRC violations at 0
* Count of tool warnings at 34
* Worst min path class: reg2reg
* Setup ws final at 1130 ps
[cells in the mapped netlist (2+ instances only)]
library cell	number
a211oi_1	6
a31oi_1	3
o21a_1	6
a21o_1	7
nor3b_1	4
nand4_1	6
nor2_1	14
ha_1	24
inv_1	7
or2_2	2
nor4bb_1	2
and4b_1	2
a22oi_1	2
or3_1	7
o21ai_0	8
and3_1	3
o22ai_1	2
o21ai_1	3
o31ai_1	2
a221oi_1	2
or2_1	3
o22a_1	2
nand2b_1	10
nor4_1	2
nor2b_1	10
a2111oi_0	2
dfxtp_1	3
a21boi_0	3
nand2_1	15
edfxtp_1	3
o211ai_1	4
buf_6	3
nand3_1	8
a21oi_1	13
nor3_1	13
buf_2	10
nor4b_1	2
nand3b_1	2
buf_4	18
xnor2_1	3
[path summary, 6_finish.rpt]
check	startpoint	end	slack, ps	cells after the start
min in group clk0	startup	volume_color[14]	520	1
worst max-delay path	coordinate_x[5]	volume_color[9]	1130	13
max in group clk1	colour_count	colour_count	5750	1
worst min register to register	colour_count	colour_section_one[3]	340	0
worst max register to register	colour_section_one[3]	volume_color[9]	5230	4
worst min-delay path	colour_count	colour_section_one[3]	340	0
[per-stage QoR]
| stage | instance area (µm²) | hold slack (ps) |
|---|---|---|
| after floorplan | 1960 | 331 |
| after global placement | 2200 | 337 |
| after detailed placement | 2200 | 342 |
| after CTS | 2280 | 345 |
| after global routing | 2280 | 360 |
| final | 2280 | 343 |
[cell type report]
class	count	area share [%]
multi-input combinational	220	68.2
inverter	8	1.32
tap	77	4.22
sequential	6	6.58
timing repair buffer	38	15.9
clock buffer	7	3.78
[where the power goes]
group / total [W] / internal [W] / switching, W
logic: 0.000145 / 0.0000676 / 0.0000774
registers: 0.0000438 / 0.0000431 / 0.000000676
clock network: 0.000107 / 0.0000848 / 0.0000223
[critical path: cells and delay by family]
kind | cells | cell delay (ps)
adder cells (fa/ha/maj) | 1 | 260
buffers and inverters | 1 | 950
AND/OR/NAND/NOR | 5 | 710
AND-OR/OR-AND | 6 | 1850
[layout by cell type (no fill, tap or decap), types with 7 or more instances in the layout]
| cell type | instances |
|---|---|
| nor2b_1 | 10 |
| a21oi_1 | 13 |
| a21o_1 | 7 |
| nand3_1 | 8 |
| nand2_1 | 15 |
| or3_1 | 7 |
| buf_4 | 7 |
| inv_1 | 7 |
| nand2b_1 | 10 |
| o21ai_0 | 8 |
| nor2_1 | 14 |
| clkdlybuf4s50_1 | 31 |
| ha_1 | 24 |
| nor3_1 | 13 |
[metal layers]
metal / vias to the layer above / wire (µm)
li1: 1012 / -
met1: 864 / 2600
met2: 73 / 2010
met3: 0 / 323
met4: 0 / 0
met5: - / 0
[kinds of logic (layout without fill, tap and decap cells)]
| logic type | count (synthesis) | after routing | synth area share [%] |
|---|---|---|---|
| compound gates | 77 | 77 | 28.0 |
| xor+xnor | 4 | 4 | 1.79 |
| fa+ha+maj | 24 | 24 | 15.3 |
| buf+inv | 39 | 53 | 12.7 |
| flops | 6 | 6 | 7.67 |
| mux | 1 | 1 | 0.512 |
| other cells | 1 | 1 | 0.192 |
| simple gates | 113 | 113 | 33.8 |
[state kept, by name, indices dropped and copies added, names as in the netlist]
name and cells:
colour_count 1, colour_section_one 1, startup 1, volume_color 3
Power figures rest on the tool's default switching activity, not on a simulated workload.
