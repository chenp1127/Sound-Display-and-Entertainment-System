`flow/constraint.sdc`:
```
current_design raindrop

set clk_period 4.2
set clk_io_pct 0.2

create_clock -name clk0 -period $clk_period [get_ports {clk12p5mhz_clk}]
create_clock -name clk1 -period $clk_period [get_ports {clk_bucket_move}]
create_clock -name clk2 -period $clk_period [get_ports {rain_f1}]
create_clock -name clk3 -period $clk_period [get_ports {rain_f2}]
create_clock -name clk4 -period $clk_period [get_ports {rain_f3}]
create_clock -name clk5 -period $clk_period [get_ports {rain_f4}]
create_clock -name clk6 -period $clk_period [get_ports {rain_f5}]
create_clock -name clk7 -period $clk_period [get_ports {raindrop_check_clk}]

set non_clock_inputs [all_inputs -no_clocks]
set_input_delay [expr $clk_period * $clk_io_pct] -clock clk0 $non_clock_inputs
set_output_delay [expr $clk_period * $clk_io_pct] -clock clk0 [all_outputs]
```
`flow/run.sh`:
```
#!/bin/bash
# OpenROAD 26Q1-2900-gdf79404cd8, Yosys 0.63+post, stock flow scripts
make -C /OpenROAD-flow-scripts/flow DESIGN_CONFIG=/design/flow/config.mk WORK_HOME=/design/flow/orfs finish
```
`flow/config.mk`:
```
export PLATFORM = sky130hd
export DESIGN_NAME = raindrop
export DESIGN_NICKNAME = raindrop
export VERILOG_FILES = /design/flow/design.v
export SDC_FILE = /design/flow/constraint.sdc
export NUM_CORES = 4
export LEC_CHECK = 1
export CORE_UTILIZATION = 50
```
`flow/design.v`:
```
`timescale 1ns / 1ps
module raindrop(input clk12p5mhz_clk,input rain_f1,rain_f2,rain_f3,rain_f4,rain_f5,input clk_bucket_move,raindrop_check_clk, input [7:0] coordinate_x, input [6:0] coordinate_y, input [5:0] volume_level,input menu_switch, input SW_2, pause_switch, left_pb, right_pb, down_pb, output reg [15:0] rain_color = 0);
reg [6:0] rain [95:0];
reg [5:0] rain_drop_1 = 15;
reg [5:0] rain_drop_2 = 15;
reg [5:0] rain_drop_3 = 15;
reg [5:0] rain_drop_4 = 15;
reg [5:0] rain_drop_5 = 15;
reg [5:0] rain_drop_6 = 15;
reg [5:0] rain_drop_7 = 15;
reg [5:0] rain_drop_8 = 15;
reg [5:0] rain_drop_9 = 15;
reg [5:0] rain_drop_10 = 15;
reg [5:0] rain_drop_11 = 15;
reg [5:0] rain_drop_12 = 15;
reg [7:0] bucket_x = 40;
reg [6:0] bucket_fill = 0;
always@(posedge clk_bucket_move)
begin
    if (left_pb == 1 && bucket_x >= 2)
        bucket_x <= bucket_x - 1;
    if (right_pb == 1 && bucket_x <= 75)
        bucket_x <= bucket_x + 1;    
end 
always @ (posedge raindrop_check_clk)
begin
   if ( (rain_drop_1 >= 56 && bucket_x >= 5 && bucket_x <= (6+18))  ||
        (rain_drop_2 >= 56 && bucket_x >= 13 && bucket_x <= (14+18))  ||
        (rain_drop_3 >= 56 && bucket_x >= 19 && bucket_x <= (20+18))  ||
        (rain_drop_4 >= 56 && bucket_x >= 31 && bucket_x <= (33+18))  ||
        (rain_drop_5 >= 56 && bucket_x >= 42 && bucket_x <= (43+18))  ||
        (rain_drop_6 >= 56 && bucket_x >= 49 && bucket_x <= (50+18))  ||
        (rain_drop_7 >= 56 && bucket_x >= 55 && bucket_x <= (56+18))  ||
        (rain_drop_8 >= 56 && bucket_x >= 68 && bucket_x <= (69+18))  ||
        (rain_drop_9 >= 56 && bucket_x >= 77 && bucket_x <= (78+18))  ||
        (rain_drop_10 >= 56 && bucket_x >= 83 && bucket_x <= (84+18)) ||
        (rain_drop_11 >= 56 && bucket_x >= 88 && bucket_x <= (89+18)) ||
        (rain_drop_12 >= 56 && bucket_x >= 93 && bucket_x <= (94+18))
      )
       bucket_fill <= (bucket_fill <= 4) ? (bucket_fill + 1) : bucket_fill;
        if (down_pb == 1)
            bucket_fill <= 0;  
end
always @ (posedge clk12p5mhz_clk)
begin
        rain[5] <= rain_drop_1;
        rain[6] <= rain_drop_1;
        rain[13] <= rain_drop_2;
        rain[14] <= rain_drop_2;
        rain[19] <= rain_drop_3;
        rain[20] <= rain_drop_3;
        rain[31] <= rain_drop_4;
        rain[32] <= rain_drop_4;
        rain[42] <= rain_drop_5;
        rain[43] <= rain_drop_5;
        rain[49] <= rain_drop_6;
        rain[50] <= rain_drop_6;
        rain[55] <= rain_drop_7;
        rain[56] <= rain_drop_7;
        rain[68] <= rain_drop_8;
        rain[69] <= rain_drop_8;
        rain[77] <= rain_drop_9;
        rain[78] <= rain_drop_9;
        rain[83] <= rain_drop_10;
        rain[84] <= rain_drop_10;
        rain[88] <= rain_drop_11;
        rain[89] <= rain_drop_11;
        rain[93] <= rain_drop_12;
        rain[94] <= rain_drop_12;
        if ((coordinate_y >= 56) && (coordinate_y <= 63) && (coordinate_x >= bucket_x) && (coordinate_x <= (bucket_x + 2)))
            rain_color <= 16'b11111_000000_00000;  
        else if ((coordinate_y >= 56) && (coordinate_y <= 63) && (coordinate_x >= bucket_x + 15) && (coordinate_x <= bucket_x + 17))
            rain_color <= 16'b11111_000000_00000;  
        else if ((coordinate_y >= 61 && coordinate_y <= 63) && (coordinate_x >= (bucket_x +3)) && (coordinate_x <= (bucket_x + 14)))
            rain_color <= 16'b11111_000000_00000;  
        else if (((coordinate_y >= rain[coordinate_x]) && coordinate_y <= rain[coordinate_x] + 2))   
                rain_color <= 16'hAEDF;  
        else if (coordinate_y <= 61 && coordinate_y >= (61 - bucket_fill) && (coordinate_x >= (bucket_x +3)) && (coordinate_x <= (bucket_x + 14))) 
                rain_color <= 16'hAEDF;   
        else 
        rain_color <= 0;
end
    always @(posedge rain_f1)   
    begin
        if(pause_switch == 0 )
        begin
            rain_drop_1 <= rain_drop_1 + 1;
            rain_drop_8 <= rain_drop_8 + 1;
        end
    end
     always @(posedge rain_f2)
     begin
           if(pause_switch == 0 )
           begin
               rain_drop_2 <= rain_drop_2 + 1;
               rain_drop_5 <= rain_drop_5 + 1;
               rain_drop_12 <= rain_drop_12 + 1;
           end
     end
          always @(posedge rain_f3)
          begin
              if(pause_switch == 0)
              begin
                  rain_drop_3 <= rain_drop_3 + 1;
                  rain_drop_9 <= rain_drop_9 + 1;
              end
          end
          always @(posedge rain_f4)
          begin
                 if(pause_switch == 0)
                 begin
                     rain_drop_6 <= rain_drop_6 + 1;
                     rain_drop_11 <= rain_drop_11 + 1;
                 end
          end
          always @(posedge rain_f5)
          begin
              if(pause_switch == 0)
              begin
                  rain_drop_4 <= rain_drop_4 + 1;
                  rain_drop_7 <= rain_drop_7 + 1;
                  rain_drop_10 <= rain_drop_10 + 1;
              end             
          end
endmodule
```
==> run summary <==
run metrics: GP Congestion=0.979, Syn Inst Count=819, Post-synth seq share=44.6%, met3 GRT Util=5.63%, Psw=about 2200 uW, Syn-to-layout area delta=21.3%, commonest non-fill, non-tap cell in the layout=ha_1, row count=approximately 48, synthesized cell area=about 9100 sq um, GR Util met1=37.4%, global routing's busiest layer=met2, Port Buffer Count=33, Clock power frac=between 30% and 40%, vias in the first global route=6,412, 1st-iter DRT viols=339, cts hold-fix bufs=0, Comb pwr share=34.9%, clk sinks=approximately 160, grt ovf=0, hpwl dp=approximately 16,000 microns, Basic Gates by Area=approximately an eighth, RSZ-0062 raised after global routing=no, xor/xnor share=8.60%, max_cap viols=0, most used cell, CP=buf_4, CP cell instances=dlygate4sd2_1, buf_4, nor4bb_2, nand2_1, nor2_1, nor3_4, nand3_4, mux2i_2, buf_4, buf_4, buf_4, ha_1, nor2_1, o21a_1, o21ai_2, a21oi_1, o31ai_2, o311ai_2, a21oi_1, drt drc=0, critical setup path kind=in -> reg, via count=6,544, drt wl/cell=between 15 and 20 microns, Reg power frac=around a third, ys flop type=dfxtp_1, status=finished clean, # diodes=0, Mapped Avg Cell Area=roughly 11 sq um, Clock Skew=approximately 3.6 ps, tool warnings=70, met2 usage=38.7%, Worst-path clk slew=60 ps, Die Y=137 microns, crit path to=rain_color[10], reg2reg start=bucket_x[5], YS warnings=506, final wirelength=21,600 microns, Yosys cell types=approximately 88, Layout fillers=1,323, crit path launch type=primary input, slowest stage cell, crit path=nor4bb_2, mux frac, synth=between 2 and 2.5%, CP Capture Type=flip-flop, r2r endpoint=bucket_x[7], Min Hold Slack=around 320 ps, initial antenna violation count=0, comb area leader=adder cells, first-pass GRT wire length=33,500 microns, fp_density=51.9%, Hold Path Class=reg -> reg, Die Area=18,700 sq um, CP required=roughly 4500 ps, Peak VDD IR=342 uV, Top Layout Cells=103 x ha_1, 82 x dfxtp_1, 80 x edfxtp_1, layout cells sized above 1=15.5%, maximum fanout along the worst path=5, CTS tree=done, Tot GR Track Use=25.2%, Die W=137 microns, DP Cell Count=1,097, final setup fails=0, slew margin rel.=54.8%, fa+ha+maj area frac=about 15%, non-filler cells, final=around 1,100, flop2flop setup slack=820 ps, Critical Path AT=4180 ps, Int Pwr=around 4600 uW, Synth async-reset ratio=0%, Switching Share=32.1%, Pleak=roughly 0.0047 uW, ys flops=162, # Cells Yosys=between 800 and 900, yosys synthesis chip area=9070 sq um, via/cell ratio=between 5 and 6, storage element area=4040 sq um, CP max stage delay=500 ps, pin count of the biggest net entering global routing=35, Final Hold Fails=0, yosys aoi share=12.9%, core area=17,500 sq um, # IOs=between 50 and 60, Comb area=4730 sq um, flip-flops with a built-in enable=80, worst-margin pin slew=677 ps, DR pass1 iterations=5, max-slew violation count=0, beginning of the critical path=coordinate_x[5], final cell utilization of the core=62.9%, PD cells=611 nW/um^2, ANT nets after route=0, worst r2r path cells=10
## state kept, by name (all words and copies together) (netlist names), 6 cells and up
signal,count
rain_drop_1,6
bucket_fill,7
rain_drop_8,6
rain_drop_2,6
rain_drop_11,6
rain_drop_4,6
rain,72
rain_drop_7,6
bucket_x,8
rain_drop_9,6
rain_drop_5,6
rain_drop_12,6
rain_drop_3,6
rain_drop_10,6
rain_drop_6,6
## area by class of cell
class	instances	share of cell area [%]
Multi-Input combinational cell	569	43.0
Sequential cell	162	36.8
Timing Repair Buffer	95	7.47
Clock buffer	32	6.99
Tap cell	225	2.56
Inverter	56	1.91
Clock inverter	7	1.27
## cells by family (layout without fill, tap and decap cells)
group,count (synthesis),after routing
simple gates,200,200
fa+ha+maj,106,106
other cells,1,2
flops,162,162
buf+inv,89,190
xor+xnor,89,89
compound gates,155,155
mux,17,17
## timing repair
item / in CTS / in global routing
setup endpoints to repair: 1 / 2
pin swaps: 1 / 11
cloned: 0 / 3
gates resized: 2 / 37
setup buffers: 1 / 6
## routing by layer
metal / wire length [microns] / share of wire [%]
met5: 0 / 0
met4: 647 / 3.0
met3: 1220 / 5.6
met2: 10200 / 47
met1: 9530 / 44
## metrics by stage
stage	instance area [sq um]	power, uW	TNS (ps)	setup slack (ps)
after floorplan	9070	3870	0	433
after global placement	9860	4470	-630	-346
after detailed placement	9860	4550	-720	-390
after CTS	10800	6730	0	28.3
after global routing	11000	7200	0	142
final	11000	6720	0	289
## power by group through the flow
stage | Combinational (uW) | Sequential, uW | Clock, uW
6_report | 2350 | 2230 | 2140
5_1_grt | 2670 | 2270 | 2260
4_1_cts | 2310 | 2230 | 2180
## how the worst min path moves through the flow
| stage | startpoint | to | slack, ps | cells past startpoint |
|---|---|---|---|---|
| 4_1_cts | rain_drop_6[5] | rain[49][5] | 310 | 0 |
| 5_1_grt | rain_drop_9[5] | rain[77][5] | 330 | 0 |
| 6_report | rain_drop_6[5] | rain[49][5] | 320 | 0 |
## Yosys cell counts (3+ instances only)
cell / count / share of area, %
dfxtp_1: 82 / 18
and3_1: 22 / 1.5
xnor2_1: 67 / 6.5
nand3b_1: 3 / 0.25
a21o_1: 16 / 1.3
xor2_1: 22 / 2.1
nand2_1: 24 / 0.99
o211ai_1: 6 / 0.50
inv_2: 3 / 0.12
buf_4: 15 / 1.2
and4_1: 3 / 0.29
a221o_1: 4 / 0.44
a41oi_1: 3 / 0.29
a31oi_1: 7 / 0.48
a222oi_1: 3 / 0.33
mux2i_1: 11 / 1.2
ha_1: 105 / 14
nand2b_1: 7 / 0.48
nand3_1: 59 / 3.3
nor2_1: 26 / 1.1
clkbuf_1: 9 / 0.37
buf_2: 4 / 0.22
a21oi_1: 33 / 1.8
inv_1: 52 / 2.2
a2111oi_0: 3 / 0.29
a21boi_0: 4 / 0.33
nand4_1: 12 / 0.83
nor2b_1: 11 / 0.76
buf_6: 3 / 0.37
nor4b_1: 4 / 0.39
edfxtp_1: 80 / 26
o21a_1: 6 / 0.50
a2111o_1: 3 / 0.37
o31ai_1: 4 / 0.33
o21bai_1: 3 / 0.25
mux2_2: 5 / 0.62
nor3b_1: 3 / 0.25
and4b_1: 6 / 0.66
nor3_1: 4 / 0.22
o21ai_0: 20 / 1.1
## worst max-delay path, delay by kind of cell
kind                     cells  cell delay [ps]
AND-OR/OR-AND                6              880
multiplexers                 1               80
adder cells (fa/ha/maj)      1              310
AND/OR/NAND/NOR              6             1210
buffers and inverters        5              850
Power and IR drop assume default switching activity.
