<file path="./run.sh">
#!/bin/bash
# OpenROAD 26Q1-2900-gdf79404cd8, Yosys 0.63+post, stock flow scripts
make -C /OpenROAD-flow-scripts/flow DESIGN_CONFIG=/design/flow/config.mk WORK_HOME=/design/flow/orfs finish
</file>
<file path="./config.mk">
export PLATFORM = sky130hd
export DESIGN_NAME = bar_wave
export DESIGN_NICKNAME = bar_wave
export VERILOG_FILES = /design/flow/design.v
export SDC_FILE = /design/flow/constraint.sdc
export NUM_CORES = 4
export LEC_CHECK = 1
export CORE_UTILIZATION = 40
</file>
<file path="./constraint.sdc">
current_design bar_wave

set clk_period 47.5
set clk_io_pct 0.2

create_clock -name clk0 -period $clk_period [get_ports {clk_20khz}]
create_clock -name clk1 -period $clk_period [get_ports {clk_50hz}]
create_clock -name clk2 -period $clk_period [get_ports {faster_clk}]

set non_clock_inputs [all_inputs -no_clocks]
set_input_delay [expr $clk_period * $clk_io_pct] -clock clk0 $non_clock_inputs
set_output_delay [expr $clk_period * $clk_io_pct] -clock clk0 [all_outputs]
</file>
<file path="./design.v">
`timescale 1ns / 1ps
module bar_wave(input faster_clk,input clk_20khz, input clk_50hz, input [7:0] coordinate_x, input [6:0] coordinate_y, input [5:0] volume_level , input pb_left, pb_centre, pb_right, pb_down, pb_up,input menu_switch, input SW_2, pause_switch, output reg [15:0] volume_color = 0, input [19:0] selected_count );
reg [5:0] volume_history[120:0];  
reg [7:0] volume_index = 0;  
reg [7:0] bar_space = 1;  
reg [3:0] bar_thickness = 1; 
reg[15:0] sample_count = 0;
reg[1:0] current_color_bar = 0;  
reg pb_clear_history = 0;
always @(posedge clk_20khz)  
begin
    if(pause_switch == 0)
    begin
        if(pb_up == 1)
        pb_clear_history <= 1;   
        if (SW_2 == 0)
        begin
            if (menu_switch == 0)  
            begin
                if (pb_right == 1 && bar_space <= 4)
                begin    
                    bar_space <= bar_space << 1;
                    pb_clear_history <= 1; 
                    volume_index <= 0;
                end
                else if (pb_left == 1 && bar_space >=2)
                begin
                    bar_space <= bar_space >> 1;
                    pb_clear_history <= 1; 
                    volume_index <= 0;
                end
            end  
        end
        if (pb_clear_history == 1)   
        begin
            sample_count <= 0;
            volume_history[volume_index] <= 0;
            if (volume_index >= 95)  
            begin
                volume_index <= 0;  
                pb_clear_history <= 0;      
            end
            else
            begin
                volume_index <= volume_index + 1;
            end
        end
        else     
        begin
            sample_count <= sample_count + 1;
            if (sample_count >= selected_count)
            begin
                sample_count <= 0;
                volume_history[volume_index] <= volume_level;
                if (bar_thickness ==2)
                    volume_history[volume_index+1] <= volume_level;
                if (bar_thickness ==4)
                begin
                    volume_history[volume_index+1] <= volume_level;
                    volume_history[volume_index+2] <= volume_level;
                end
                if (bar_thickness ==8)
                begin
                    volume_history[volume_index+1] <= volume_level;
                    volume_history[volume_index+2] <= volume_level;
                    volume_history[volume_index+3] <= volume_level;
                    volume_history[volume_index+4] <= volume_level;
                    volume_history[volume_index+5] <= volume_level;
                    volume_history[volume_index+6] <= volume_level;
                end
                volume_index <= (volume_index >= 95) ? 0 : volume_index + bar_space;  
            end
        end
     end  
end
always@(posedge faster_clk) 
begin
    if(coordinate_y >= 64-(volume_history[coordinate_x])*3)   
    begin
        if (volume_index >= (current_color_bar * bar_space) && coordinate_x >= (volume_index - (current_color_bar* bar_space)) && coordinate_x <= (volume_index + ((current_color_bar * bar_space)-1)))
            volume_color <= 16'hD9E7;
        else
            volume_color <= 16'h10F2;   
    end
    else
       volume_color <= 0;
end
always@(posedge clk_50hz)
begin
    if(pb_down == 1)
    current_color_bar <= current_color_bar + 1;
    if(pb_up == 1)
    case(bar_thickness)
        4'b0001 : bar_thickness <= 4'b0010;
        4'b0010 : bar_thickness <= 4'b0100;
        4'b0100 : bar_thickness <= 4'b1000;
        default : bar_thickness <= 4'b0001;   
    endcase
end
endmodule
</file>
==> results.sh <==
# source this file to load flow results
export IMPL_status="complete, no violations"
export IMPL_rows=122
export IMPL_powerDensity_nw_per_um2=31.8
export IMPL_syn_inst=3803
export IMPL_synthAoiAreaFrac_pct=11.0
export IMPL_setup_tns_ns=0
export IMPL_grt_first_pass_wirelength_um=218000
export IMPL_layout_setup_ws_ns=32.49
export IMPL_syn_to_final_growth_pct=11.0
export IMPL_initialDrtViolationCount=3224
export IMPL_drive_above_1_share_pct=12.8
export IMPL_cp_num_buf_inv=3
export IMPL_wl_per_cell_um=28.2
export IMPL_vias=31397
export IMPL_nFillCells=9737
export IMPL_p_leak_nw=17.8
export IMPL_crit_arrival_ns=15.09
export IMPL_fp_util_pct=40.3
export IMPL_synthTopLogicFamily="simple AND/OR/NAND/NOR gates"
export IMPL_grt_pass1_vias=31262
export IMPL_total_power_w=0.00157
export IMPL_hold_viol_final=0
export IMPL_antenna_found_initial=0
export IMPL_numPortBuffers=60
export IMPL_p_int_w=0.00117
export IMPL_yosysWarningCount=1
export IMPL_die_w_um=336
export IMPL_synth_cell_type_count=78
export IMPL_rsz0062_at_grt="false"
export IMPL_grt_max_degree=106
export IMPL_place_ws_ns=32.18
export IMPL_drtAntennaViolNets=0
export IMPL_cp_required_ns=47.59
export IMPL_cts_sinks=768
export IMPL_adder_share_pct=3.22
export IMPL_flop_cell="edfxtp_1"
export IMPL_postCtsHoldBufs=0
export IMPL_io_pins=68
export IMPL_peakVddDrop_mv=0.0255
export IMPL_fin_skew_ns=0.0247
export IMPL_setup_violations=0
export IMPL_drv_cap=0
export IMPL_cp_top_family="multiplexers"
export IMPL_xor_share_pct=1.65
export IMPL_tightestPinTransition_ns=1.09
export IMPL_slew_viol_final=0
export IMPL_edf_count=765
export IMPL_routed_wl_um=150000
export IMPL_cts_setup_buffers=0
export IMPL_holdPathStages=0
export IMPL_clk_pin_slew_ns=0.06
export IMPL_cp_start_kind="input port"
export IMPL_cts_tree="yes"
export IMPL_core_um2=111000
export IMPL_chip_area_um2=113000
export IMPL_switching_share_pct=25.4
export IMPL_place_hpwl_um=102000
export IMPL_ys_sh_simple_pct=17.8
export IMPL_min_delay_path_class="reg -> reg"
export IMPL_async_flop_share_pct=0
export IMPL_first_pass_iters=14
export IMPL_postSynthSeqShare_pct=51.6
export IMPL_syn_area_per_cell_um2=11.7
export IMPL_holdPathEnd="bar_space[4]$_DFFE_PP_"
export IMPL_p_sw_w=0.000400
export IMPL_gp_congestion=1.03
export IMPL_timing_rr_end="volume_color[4]$_SDFF_PN0_"
export IMPL_ys_cells=3803
export IMPL_cp_slowest_cell="mux4_2"
export IMPL_warnings=46
export IMPL_end_kind="flip-flop"
export IMPL_crit_chain="clkbuf_8, buf_4, buf_4, mux4_2, mux4_2, mux4_2, a21oi_1, ha_1, ha_1, a21oi_1, o21bai_1, a21oi_1, xor2_1, ha_1, nor2b_1, o22ai_1, a211oi_1"
export IMPL_hp_start="bar_space[5]$_DFFE_PP_"
export IMPL_final_area_um2=49600
export IMPL_yosys_stat_area_um2=44600
export IMPL_r2r_slack_ns=41.37
export IMPL_muxShareOfSynthArea_pct=10.7
export IMPL_post_dp_cell_area_um2=46900
export IMPL_crit_type="in -> reg"
export IMPL_via_per_inst=5.90
export IMPL_r2r_start="bar_space[1]$_DFFE_PP_"
export IMPL_die_height_um=336
export IMPL_clkPwrFrac_pct=39.8
export IMPL_synth_flops=768
export IMPL_cp_max_fo=50
export IMPL_gr_usage_all_layers_pct=28.7
export IMPL_combPwrFrac_pct=13.1
export IMPL_grt_ovfl_total=0
export IMPL_r2r_cells=23
export IMPL_relSlewSlack_pct=27.2
export IMPL_drc=0
export IMPL_seqPwrFrac_pct=47.1
export IMPL_slowest_delay_ns=0.62
export IMPL_synth_area_um2=44600
export IMPL_ctsResizeCount=0
[cells in the final DEF (no fill, tap or decap), types with 73 or more instances in the layout]
cell type / netlist / routed
edfxtp_1: 765 / 765
and2_1: 750 / 750
a21oi_1: 73 / 73
nand2_1: 229 / 229
nor2_1: 222 / 220
inv_1: 77 / 77
clkbuf_16: 0 / 90
ha_1: 107 / 107
buf_4: 22 / 172
mux4_2: 167 / 167
o22ai_1: 160 / 160
mux2i_1: 89 / 89
[Yosys cell counts, drive strengths merged, types with 19 or more instances]
library cell	n	share of area (%)
a211oi	28	0.47
a21o	22	0.37
a21oi	73	0.82
a221o	43	0.96
a222oi	19	0.43
a22oi	71	1.2
and2	751	11
buf	72	1.0
clkbuf	277	2.3
edfxtp	765	51
ha	107	3.0
inv	80	0.67
mux2i	90	2.0
mux4	170	8.6
nand2	229	1.9
nand2b	22	0.31
nand3	72	0.81
nand4	31	0.43
nor2	222	1.9
nor2b	25	0.35
nor3	56	0.67
o211ai	24	0.43
o21ai	80	0.92
o221ai	50	0.98
o22ai	160	2.2
xnor2	55	1.1
xor2	29	0.57
[worst max-delay path by stage]
| stage | startpoint | end | cells past startpoint |
|---|---|---|---|
| final | coordinate_x[2] | volume_color[4]$_SDFF_PN0_ | 17 |
| after global routing | coordinate_x[0] | volume_color[4]$_SDFF_PN0_ | 19 |
| after CTS | coordinate_x[0] | volume_color[4]$_SDFF_PN0_ | 19 |
[metal layers]
| layer | GRT usage [%] | routed length [µm] | part of all wire, % |
|---|---|---|---|
| met2 | 39.6 | 64500 | 43 |
| met5 | 0.383 | 62 | 0.041 |
| met4 | 8.89 | 5990 | 4.0 |
| met1 | 43.9 | 61900 | 41 |
| met3 | 12.1 | 17600 | 12 |
[state kept, by name (all words and copies together) (netlist names)]
signal	flops
volume_history	726
sample_count	16
bar_space	8
volume_index	8
bar_thickness	4
volume_color	3
current_color_bar	2
pb_clear_history	1
[stage by stage]
stage | hold slack, ns | util, % | instances
floorplan | 0.555 | - | 3807
global placement | 0.573 | 42.4 | 5172
detailed placement | 0.576 | 42.4 | 5172
CTS | 0.588 | 44.8 | 5324
global route | 0.607 | 44.8 | 5324
finish | 0.576 | 44.8 | 5326
[power groups by stage]
| stage | Combinational [W] | Sequential (W) | Clock [W] |
|---|---|---|---|
| finish | 0.000206 | 0.000742 | 0.000626 |
| global route | 0.000223 | 0.000742 | 0.000664 |
| CTS | 0.000204 | 0.000742 | 0.000639 |
[cells by family after synthesis]
| family | after synthesis |
|---|---|
| compound gates | 680 |
| xor+xnor | 84 |
| fa+ha+maj | 112 |
| buf+inv | 430 |
| flops | 768 |
| mux | 263 |
| other cells | 1 |
| simple gates | 1465 |
[layout make-up]
class	instances	area (µm²)	area share, %
flip-flops and latches	768	23000	46.5
multi-input cells	2609	19900	40.1
clock buffers	113	2340	4.72
well taps	1488	1860	3.76
repair buffers	226	1830	3.70
clock inverters	39	305	0.616
inverters	81	304	0.613
diodes	2	5.00	0.0101
